--- run.sh ---
#!/bin/bash
# OpenROAD 26Q1-2900-gdf79404cd8, Yosys 0.63+post, stock flow scripts
make -C /OpenROAD-flow-scripts/flow DESIGN_CONFIG=/design/flow/config.mk WORK_HOME=/design/flow/orfs finish
--- config.mk ---
export PLATFORM = sky130hd
export DESIGN_NAME = IDS_Lab06
export DESIGN_NICKNAME = IDS_Lab06
export VERILOG_FILES = /design/flow/design.v
export SDC_FILE = /design/flow/constraint.sdc
export NUM_CORES = 4
export LEC_CHECK = 1
export CORE_AREA = 10 10 70 70
export DIE_AREA = 0 0 80 80
--- constraint.sdc ---
current_design IDS_Lab06

set clk_period 1.5
set clk_io_pct 0.2

create_clock -name clk0 -period $clk_period [get_ports {CLK}]

set non_clock_inputs [all_inputs -no_clocks]
set_input_delay [expr $clk_period * $clk_io_pct] -clock clk0 $non_clock_inputs
set_output_delay [expr $clk_period * $clk_io_pct] -clock clk0 [all_outputs]
--- design.v ---
`timescale 1ns / 1ps
module IDS_Lab05_hex7seg(
    input wire [3:0] x,
    output wire [6:0] a_to_g
    );
assign a_to_g[6] = (x[0] & ~x[1] & ~x[2] & ~x[3]) | (~x[0] & ~x[1] & x[2] & ~x[3]) | (x[0] & ~x[1] & x[2] & x[3]) | (x[0] & x[1] & ~x[2] & x[3]);
assign a_to_g[5] = x[0] & ~x[1] & x[2] & ~x[3] | ~x[0] & x[1] & x[2] | x[0] & x[1] & x[3] | ~x[0] & x[2] & x[3];
assign a_to_g[4] = (~x[0] & x[1] & ~x[2] & ~x[3]) | (x[1] & x[2] & x[3]) | (~x[0] & x[2] & x[3]);
assign a_to_g[3] = (x[0] & ~x[1] & ~x[2] & ~x[3]) | (~x[0] & ~x[1] & x[2] & ~x[3]) | (~x[0] & x[1] & ~x[2] & x[3]) | (x[0] & x[1] & x[2]);
assign a_to_g[2] = (~x[3] & x[0]) | (~x[3] & x[2] & ~x[1]) | (~x[2] & ~x[1] & x[0]);
assign a_to_g[1] = (x[0] & ~x[2] & ~x[3]) | (x[1] & ~x[2] & ~x[3]) | (x[0] & x[1] & ~x[3]) | (x[0] & ~x[1] & x[2] & x[3]);
assign a_to_g[0] = (~x[1] & ~x[2] & ~x[3]) | (x[0] & x[1] & x[2] & ~x[3]) | (~x[0] & ~x[1] & x[2] & x[3]);
endmodule
`timescale 1ns / 1ps
module IDS_Lab06(
    input CLK, RESET,
    output wire [6:0] a_to_g,
    output wire [3:0] anode,
    output wire dp
    );
	 wire [3:0]x;
    wire [2:0]xt;	
assign anode = 4'b0000;
assign dp = 1;
assign x[3]=0;                 
assign xt[2]= x[0] & x[1];
assign xt[1]= x[0] & ~x[1] | x[1] & ~x[0];
assign xt[0]= ~x[2] & ~x[0];
IDS_Lab05_hex7seg D4 (.x(x),	.a_to_g(a_to_g));
dff_v U1(.CLK(CLK),.RESET(RESET),.D(xt[2]),.Q(x[2]));
dff_v U2(.CLK(CLK),.RESET(RESET),.D(xt[1]),.Q(x[1]));
dff_v U3(.CLK(CLK),.RESET(RESET),.D(xt[0]),.Q(x[0]));
endmodule
`timescale 1ns / 1ps
module dff_v(CLK, RESET, D, Q);
	input CLK, RESET, D;
	output Q;
	reg Q;
always @(posedge CLK or posedge RESET)
begin
	if(RESET)
		Q <= 0;
	else
		Q <= D;
end
endmodule
==> flow_metrics.env <==
# flow metrics
export IMPL_most_common_cell="buf_4"
export IMPL_dp_hpwl_um=496.7
export IMPL_netlist_area_um2=269.0
export IMPL_clk_pin_slew_ns=0.04
export IMPL_fill_cells=388
export IMPL_yosysChipArea_um2=269.0
export IMPL_synthCells=30
export IMPL_fmax_mhz=610.8
export IMPL_drive_gt1_frac=0.6538
export IMPL_synth_flops=3
export IMPL_start_kind="register"
export IMPL_seqCellArea_um2=77.57
export IMPL_num_antenna_cells=0
export IMPL_synth_warnings=1
export IMPL_reg2reg_to="U2.Q"
export IMPL_setup_violations=7
export IMPL_ys_top_cells_by_area="dfrtp_1 (28%), ha_1 (19%), buf_4 (14%), mux2_4 (5.6%), nor2_1 (5.6%)"
export IMPL_instances_no_fill=98
export IMPL_synth_top_area_share=0.2791
export IMPL_gp_congestion=0.7241
export IMPL_cts_tree="built"
export IMPL_r2r_cells=3
export IMPL_warning_count=30
export IMPL_drtAntennaViolNets=0
export IMPL_synth_cell_types=15
export IMPL_std_cell_rows=21
export IMPL_cts_buffers=3
export IMPL_antenna_found_initial=0
export IMPL_area_growth_pct=107.9
export IMPL_max_cap_violations=0
export IMPL_portBuffers=8
export IMPL_fp_coreArea_um2=3416
export IMPL_status="finished with violations"
export IMPL_violations="negative setup slack"
export IMPL_total_power_uw=227.8
export IMPL_path_class="reg2out"
export IMPL_crit_required_ns=1.20
export IMPL_htree_levels=1
export IMPL_final_hold_viol_count=0
export IMPL_io_pin_count=14
export IMPL_routed_via_density=2.490
export IMPL_num_vias=244
export IMPL_route_detailed_drc=0
export IMPL_dpl_cell_count=83
export IMPL_synth_edff_count=0
export IMPL_leakage_nw=0.2653
export IMPL_r2r_setup_slack_ns=0.57
export IMPL_ys_cells=30
export IMPL_top_cells_by_count="buf_4 (5), ha_1 (4), nor2_1 (4)"
export IMPL_fin_skew_ns=0.002427
export IMPL_postLayoutSetupSlackWorst_ns=-0.1373
export IMPL_max_clock_path_buffers=2
export IMPL_powerDensity_nw_per_um2=407.2
export IMPL_r2r_start="U3.Q"
export IMPL_synthArstFlopShare=1.000
export IMPL_irDropWorstVdd_uv=78.66
export IMPL_grt_setup_unrepaired="true"
export IMPL_grt_usage=0.02479
export IMPL_hp_class="in2async"
export IMPL_critPathMaxFanout=4
export IMPL_initial_core_util=0.07875
export IMPL_worstSetupEndpointType="output port"
export IMPL_yosysSeqAreaShare=0.2791
export IMPL_die_x_um=80
export IMPL_post_route_period_util=1.092
export IMPL_dr_pass1_iters=2
export IMPL_mi_logic_area_um2=203.9
export IMPL_min_period_ns=1.637
export IMPL_drt_iter0_drc=6
export IMPL_gr_total_overflow=0
export IMPL_grt_start_max_net_pins=11
export IMPL_clkLatencyLatePin_ns=0.23
export IMPL_root_buffer="clkbuf_4"
export IMPL_yosysTopAreaCell="dfrtp_1"
export IMPL_drv_slew=0
export IMPL_arrival_ns=1.34
export IMPL_wl_um=771
export IMPL_dieHeight_um=80
export IMPL_syn_avg_cell_area_um2=8.967
export IMPL_wl_per_cell_um=7.867
export IMPL_grt_first_pass_wirelength_um=1283
export IMPL_grt_pass1_vias=282
export IMPL_die_area_um2=6400
export IMPL_clock_sinks=3
export IMPL_synthFlopType="dfrtp_1"
[repair_timing]
action | 4_1_cts | 5_1_grt
hold buffers | 0 | 0
buffers inserted | 9 | 2
pin swaps | 5 | 2
hold endpoints to repair | 0 | 0
resized | 39 | 4
endpoints found under the setup margin | 7 | 7
[state kept, by name (all words and copies together) (netlist names)]
signal / cells
U1.Q: 1
U2.Q: 1
U3.Q: 1
[placed cells by master, fill, tap and decap left out]
master,synthesis,final
nand2_1,1,1
nor2_1,4,3
clkbuf_4,0,3
clkbuf_1,0,1
inv_1,3,1
a21o_4,0,1
dfrtp_1,3,1
buf_4,5,6
and2b_2,1,1
dfrtp_2,0,2
ha_4,0,4
inv_2,0,1
buf_2,0,5
conb_1,2,5
buf_6,1,8
clkdlybuf4s15_1,0,1
clkdlybuf4s50_1,0,1
o21bai_1,1,1
inv_4,0,1
mux2_4,1,1
a21oi_1,1,1
o21ai_0,1,1
nor2_2,0,1
o21a_1,1,1
[how the worst max path moves through the flow]
stage,start,end,slack [ns]
6_report,U3.Q,a_to_g[6],-0.14
5_1_grt,U3.Q,a_to_g[6],-0.19
4_1_cts,U3.Q,a_to_g[6],-0.15
[where the power goes]
part           internal (mW)  switching [mW]  total [mW]
logic                0.00244         0.00247     0.00492
clock network         0.0997          0.0418       0.141
registers             0.0813               0      0.0813
total                  0.183          0.0443       0.228
[routing by layer]
layer,part of all wire,vias to the layer above,GRT usage
met5,0,-,0
met4,0,0,0.007042
met3,0.17,0,0.02159
met2,0.43,10,0.03531
met1,0.40,108,0.02663
li1,-,126,-
[critical path: stages, from the launching register on]
cell,delay (ns)
dfrtp_2,0.44
buf_6,0.14
ha_4,0.15
mux2_4,0.26
buf_6,0.11
[stage by stage]
| step | setup WS, ns | hold slack (ns) | instance area [µm²] | util | TNS, ns |
|---|---|---|---|---|---|
| floorplan | 0.2843 | 0.05364 | 280.3 | - | 0 |
| global placement | -0.1374 | 0.5084 | 384.1 | 0.1125 | -0.6474 |
| detailed placement | -0.1633 | 0.4964 | 384.1 | 0.1125 | -0.8230 |
| CTS | -0.1486 | 0.2448 | 526.8 | 0.1542 | -0.4241 |
| global route | -0.1892 | 0.2592 | 559.3 | 0.1637 | -0.9350 |
| finish | -0.1373 | 0.2452 | 559.3 | 0.1637 | -0.4937 |
[final cells by class]
| class | instances | share of cell area |
|---|---|---|
| Multi-Input combinational cell | 21 | 0.3647 |
| Clock buffer | 4 | 0.04698 |
| Sequential cell | 3 | 0.1387 |
| Tap cell | 46 | 0.1029 |
| Timing Repair Buffer | 21 | 0.3221 |
| Inverter | 3 | 0.02461 |
[logic make-up after synthesis]
group / synth area share
AND-OR/OR-AND: 0.1256
adder cells (fa/ha/maj): 0.1861
buffers and inverters: 0.2233
flip-flops: 0.2791
multiplexers: 0.05580
other: 0.02792
AND/OR/NAND/NOR: 0.1023
Power and IR drop assume default switching activity.
